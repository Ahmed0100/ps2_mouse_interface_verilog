**flow/run.sh**
```bash
#!/bin/bash
# OpenROAD 26Q1-2900-gdf79404cd8, Yosys 0.63+post, stock flow scripts
make -C /OpenROAD-flow-scripts/flow DESIGN_CONFIG=/design/flow/config.mk WORK_HOME=/design/flow/orfs finish
```
**flow/config.mk**
```make
export PLATFORM = sky130hd
export DESIGN_NAME = mouse_interface
export DESIGN_NICKNAME = mouse_interface
export VERILOG_FILES = /design/flow/design.v
export SDC_FILE = /design/flow/constraint.sdc
export NUM_CORES = 4
export LEC_CHECK = 1
export CORE_UTILIZATION = 50
```
**flow/constraint.sdc**
```tcl
current_design mouse_interface

set clk_period 3.6
set clk_io_pct 0.2

create_clock -name clk0 -period $clk_period [get_ports {clk}]

set non_clock_inputs [all_inputs -no_clocks]
set_input_delay [expr $clk_period * $clk_io_pct] -clock clk0 $non_clock_inputs
set_output_delay [expr $clk_period * $clk_io_pct] -clock clk0 [all_outputs]
```
**flow/design.v**
```verilog
module mouse_interface(clk,reset,ps2_c_in,ps2_d_in,ps2_c_out,ps2_d_out,xm,ym,button,mouse_done,state_reg);
input clk,reset;
input ps2_c_in,ps2_d_in;
output wire ps2_c_out,ps2_d_out;
output wire [8:0] xm,ym;
output wire [2:0] button;
output reg mouse_done;
localparam stream_cmd =8'hf4;
localparam [2:0] 
init1=3'b000,
init2=3'b001,
init3=3'b010,
pack1=3'b011,
pack2=3'b100,
pack3=3'b101,
done=3'b110;
reg [8:0] x_reg,x_next,y_reg,y_next;
reg [2:0] button_reg,button_next;
output reg [2:0] state_reg;
reg [2:0] state_next;
wire tx_done,rx_done;
reg wr_ps2;
wire [7:0] rx_data;
ps2_rx_tx  u1 (.clk(clk),.reset(reset),.wr_ps2(wr_ps2),.din(stream_cmd),.ps2_c_in(ps2_c_in),.ps2_d_in(ps2_d_in),
.ps2_c_out(ps2_c_out),.ps2_d_out(ps2_d_out),.dout(rx_data),.tx_done(tx_done),.rx_done(rx_done));
always @(posedge clk or posedge reset)	
	if(reset)
		begin
		state_reg=init1;
		x_reg=0;
		y_reg=0;
		button_reg=0;
		end
	else 
		begin
		state_reg=state_next;
		x_reg=x_next;
		y_reg=y_next;
		button_reg=button_next;
		end
always @*
	begin
	state_next=state_reg;
	x_next=x_reg;
	y_next=y_reg;
	button_next=button_reg;
	mouse_done=0;
	case(state_reg)
		init1: 
			begin
			wr_ps2=1;
			state_next=init2;
			end
		init2:
			if(tx_done==1)
			state_next=init3;
		init3: 
			if(rx_done)
			state_next=pack1;
		pack1: 
			if(rx_done)
				begin
				y_next[8]=rx_data[5];
				x_next[8]=rx_data[4];
				button_next=rx_data[2:0];
				state_next=pack2;
				end	
		pack2:
			if(rx_done)
				begin
				y_next[7:0]=rx_data;
				state_next=pack3;
				end
		pack3: 
			if(rx_done)
				begin
				x_next[7:0]=rx_data;
				state_next=done;
				end
		endcase
		end
assign xm=x_reg;
assign ym=y_reg;
assign button=button_reg;
endmodule 
module ps2_receiver(clk,reset,rx_en,ps_c,ps_d,rx_done_tick,dout);
input clk,reset,rx_en;
input ps_c,ps_d;
output wire [7:0] dout;
localparam [1:0] 
idle=2'b00,
dps=2'b01, 
load=2'b10; 
reg [1:0] state_reg,state_next;
reg [7:0] filter_reg;
wire [7:0] filter_next; 
reg psc_reg;
wire psc_next;
reg [10:0] b_reg,b_next;
reg [3:0] n_reg,n_next;
output reg rx_done_tick;
wire fallen_edge;
always @(posedge clk or posedge reset)
	if(reset)
	begin
		filter_reg=0;
		psc_reg=0;
	end
	else
	begin
		filter_reg=filter_next;
		psc_reg=psc_next;
	end
assign filter_next={ps_c,filter_reg[7:1]};
assign psc_next=(filter_reg==8'b11111111)? 1'b1:(filter_reg==8'b00000000)? 1'b0: psc_reg;
assign fallen_edge=psc_reg && !psc_next;
always @(posedge clk or posedge reset)
	if(reset)
	begin
		state_reg=idle;
		b_reg=0;
		n_reg=0;
	end
	else 
	begin
		state_reg=state_next;
		b_reg=b_next; 
		n_reg=n_next;
	end
always @*
begin
	rx_done_tick=0;
	state_next=state_reg;
	b_next=b_reg;
	n_next=n_reg;
	case(state_reg)
		idle: 
			if(fallen_edge && rx_en)
			begin
				b_next={ps_d,b_reg[10:1]};
				n_next=4'b1001;
				state_next=dps;
			end	
		dps:
			if(fallen_edge)
				begin
				b_next={ps_d,b_reg[10:1]};
				if(n_reg==0)
				state_next=load;
				else 
				n_next=n_reg-1;
				end
		load:
			begin
			rx_done_tick=1;
			state_next=idle;
			end
	endcase
end
assign dout=b_reg[8:1];
endmodule 
module ps2_transmitter(clk,reset,wr_ps2,din,ps2_c_in,ps2_d_in,ps2_c_out,ps2_d_out,tx_idle,tx_done);
input clk,reset,wr_ps2;
input [7:0] din;
input ps2_c_in,ps2_d_in;
output reg tx_idle,tx_done;
output reg ps2_c_out,ps2_d_out;
localparam [2:0] 
idle=3'b000,
rts=3'b001,
start=3'b010,
data=3'b011,
stop=3'b100;
reg [2:0] state_reg,state_next;
reg [8:0] b_reg,b_next;
reg [3:0] n_reg,n_next;
reg [12:0] counter_reg,counter_next;
wire parity;
reg [7:0] filter_reg;
wire [7:0] filter_next;
reg ps2_c_reg;
wire ps2_c_next;
wire fallen_edge;
always @(posedge clk or posedge reset)
	if(reset)
		begin
		filter_reg=0;
		ps2_c_reg=0;
		end
	else  
		begin
		filter_reg=filter_next;
		ps2_c_reg=ps2_c_next;
		end
assign filter_next={ps2_c_in,filter_reg[7:1]};
assign ps2_c_next=(filter_reg==8'b11111111) ? 1'b1 : (filter_reg==8'b00000000) ? 1'b0 : ps2_c_reg;
assign fallen_edge=(ps2_c_reg)&&(~ps2_c_next);
always @(posedge clk or posedge reset)
	if(reset)
		begin
		state_reg=idle;
		b_reg=0;
		n_reg=0;
		counter_reg=0;
		end
	else
		begin
		state_reg=state_next;
		b_reg=b_next;
		n_reg=n_next;
		counter_reg=counter_next;
		end
assign parity=~(^din);
always @*
	begin
	state_next=state_reg;
	b_next=b_reg;
	n_next=n_reg;
	counter_next=counter_reg;
	tx_done=0;
	tx_idle=0;
	ps2_c_out=1;
	ps2_d_out=1;
	case(state_reg)
		idle:
			begin
			tx_idle=1;
			if(wr_ps2)
				begin
				state_next=rts;
				b_next={parity,din};
				counter_next=13'h1fff;
				end
			end
		rts: 
			begin
				ps2_c_out=0; 
				if(counter_reg==0)
					state_next=start;
				else
					counter_next=counter_reg-1;
			end
		start:
			begin
			ps2_d_out=0;
			if(fallen_edge)
				begin
				n_next=8;
				state_next=data;
				end
			end
		data:
			begin
			ps2_d_out=b_reg[0];
			if(fallen_edge)
				begin
				b_next={1'b0,b_reg[8:1]};
				if(n_reg==0)
					state_next=stop;
				else
					n_next=n_reg-1;
				end
			end
		stop:	
			if(fallen_edge)
				begin
				state_next=idle;
				tx_done=1;
				end
	endcase
	end
endmodule 
module ps2_rx_tx(clk,reset,wr_ps2,din,ps2_c_in,ps2_d_in,ps2_c_out,ps2_d_out,dout,tx_done,rx_done);
input clk,reset,wr_ps2;
input [7:0] din;
input ps2_d_in,ps2_c_in;
output wire ps2_c_out,ps2_d_out;
output wire [7:0] dout;
output wire tx_done,rx_done;
wire tx_idle;
ps2_transmitter u1(clk,reset,wr_ps2,din,ps2_c_in,ps2_d_in,ps2_c_out,ps2_d_out,tx_idle,tx_done);
 ps2_receiver u2(.clk(clk),.reset(reset),.rx_en(~tx_idle),.ps_c(ps2_c_in),.ps_d(ps2_d_in),.rx_done_tick(rx_done),.dout(dout));
endmodule 
```
==> Changelog: implementation <==
### Metrics

* Share of the yosys chip area belonging to registers at 56.4%
* Chip area at 7540 sq um
* Synthesis-to-finish area growth at 15.8%
* Met1 global-route usage at 31.8%
* Post-CTS Setup Inserts at 0
* FF-to-FF End: u1.u1.n_reg[0]
* Global-route wire length before repair at 11.3 mm
* Area reported by Yosys stat at 3600 sq um
* Crit path time final at 2530 ps
* Total power per unit cell area at 372 nW/um^2
* Worst Tran Pin Value at 826 ps
* Signal arrival time at the worst endpoint at 1810 ps
* Die outline width at 86.8 um
* Worst setup slack after layout at 1070 ps
* Clock-pin slew on the worst setup and hold paths at 80 ps
* Path depth of the worst reg2reg path at 4
* Final tally of setup violations at 0
* Max-slew headroom at the worst pin at 44.9%
* Register-to-register setup slack at 1380 ps
* Class of the tightest hold or removal check: register to register
* Overall track demand over capacity in global routing at 19.8%
* Endpoint type of the worst setup path: primary output
* Post-route setup TNS at 0 ps
* Yosys reg bits at 81
* DR iter-0 viols at 45
* Worst setup slack after placement at 1360 ps
* Area of the core at 6870 sq um
* Total vias in the final route at 2417
* Most Crowded Layer GR: met1
* Startpoint Class: register
* Final Max-Slew Violation Tally at 0
* Late-Pin Clk Latency at 340 ps
* Height of the die at 86.8 um
* Dominant register cell in the synthesized netlist: sky130_fd_sc_hd__dfrtp_1
* Via density per instance at 5.46
* Met2 Usage GRT at 30.9%
* Maximum net fanout on the critical path at 22
* Area of the mapped netlist at 3600 sq um
* Setup skew after layout at 9.07 ps
* Total detailed-routing wirelength at 6.48 mm
* Sequential standard cell area at 2030 sq um
* Number of detailed-routing iterations run before antenna repair at 4
* Leakage dissipation at 0.00192 uW
* Post-DP HPWL at 4.31 mm
* Routed Antenna Nets at 0
* Number of H-tree levels at 3
* Clock sink count at 81
* Detail-routed net length per standard cell at 14.6 um
* Start point of the critical path: u1.u1.state_reg[4]
* GR Util met3 at 4.25%
* Number of CTS-inserted buffers at 9
* Number of remaining DRC errors at 0
* Clock tree from TritonCTS: done
* Maximum number of buffers from clock root to sink at 2
* Worst voltage drop across the vdd grid at 316 uV
* Largest register FFs at 13
* Required time at the endpoint of the critical path at 2880 ps
* Remaining global-route overflow at 0
* Buffers on Ports at 29
* Clock root buffer: sky130_fd_sc_hd__clkbuf_8
* Number of antenna violations at the first check in global routing at 0
* Initial core utilization at 52.4%
* Largest net degree at the start of global routing at 49
* Number of filler instances in the final layout at 561
* Ratio of final minimum period to clock period at 70.1%
* Number of enable flip-flop cells at 0
* Total cells reported by yosys after synthesis at 312
* Diode insertion count for antenna repair at 0
* Run status: completed
* Reg-to-reg startpoint: u1.u1.filter_reg[4]
* Number of unique standard cell types used by synthesis at 55
* Number of top-level pins at 31
* Async S/R FF share, synth at 100%
* Comb. cell area at 1460 sq um
* Yosys warns at 3
* Number of global-route vias before repair at 2403
* Share of final-layout standard cells stronger than drive strength 1 at 18.2%
* RD Place Congestion at 0.787
* Setup repair after global routing missed its margin: no
* Worst setup path endpoint: ps2_d_out
* Max frequency at 396 MHz
* Worst setup path class: register to primary output
* Cell Rows at 30
* Number of OpenROAD warnings at 27
* Synthesized instance count at 312
* Syn Area/Cell at 11.5 sq um
* Max-cap violations at 0
* Number of cells upsized or downsized after cts at 0
* Number of buffers inserted for hold repair after clock tree synthesis at 0
* Final Hold Violation Tally at 0
## critical path: stages, from the launching register on
cell and delay [ps]:
sky130_fd_sc_hd__dfrtp_1 720, sky130_fd_sc_hd__nor2_1 170, sky130_fd_sc_hd__a21o_1 190, sky130_fd_sc_hd__clkdlybuf4s50_1 390
## cells in the mapped netlist (all sizes together) (6+ instances only)
library cell | count | area [sq um]
nand3 | 10 | 50.1
mux2 | 32 | 360
nor3 | 10 | 55.1
a31oi | 6 | 37.5
nor2 | 24 | 90.1
inv | 16 | 60.1
nand2 | 18 | 67.6
and2 | 8 | 51.3
dfrtp | 79 | 1980
mux2i | 7 | 70.1
o21ai | 13 | 65.1
clkbuf | 6 | 22.5
## power by group
group	switching (uW)	internal, uW
sequential	6.76	917
clock	313	284
combinational	19.6	8.08
total	339	1210
## how the worst min path moves through the flow
stage                      to  slack (ps)                start  depth (start not counted)
4_1_cts   u1.u1.filter_reg[4]         420  u1.u1.filter_reg[5]                          0
5_1_grt   u1.u1.filter_reg[0]         440  u1.u1.filter_reg[1]                          0
6_report  u1.u1.filter_reg[0]         420  u1.u1.filter_reg[1]                          0
## cell families (layout without fill, tap and decap cells)
logic type	count (synthesis)	in the layout	share of synthesized area, %
other	1	1	0.104
flip-flops	81	81	56.4
multiplexers	39	39	12.0
buffers and inverters	26	61	2.89
AND/OR/NAND/NOR	105	105	16.1
AND-OR/OR-AND	56	56	11.1
adder cells (fa/ha/maj)	4	4	1.39
## metal layers
metal  up-vias  share of wire [%]  routed length (um)
met5         -                  0                   0
met4         0                1.0                  65
met3         5                4.4                 283
met2        36                 47                3030
met1      1186                 48                3100
li1       1190                  -                   -
## layout make-up
type,count,area share [%]
clock buffers,11,3.63
clock inverters,4,0.691
inverters,16,1.47
multi-input cells,205,35.1
flip-flops and latches,81,48.7
well taps,96,2.88
repair buffers,30,7.45
## through the flow
stage          instances  cell area [sq um]  hold slack (ps)  total power (uW)  util (%)
2_1_floorplan        312               3600              392               958         -
3_3_place_gp         428               3990              399               971      58.0
3_5_place_dp         428               3990              406               971      58.0
4_1_cts              443               4170              422              1570      60.6
5_1_grt              443               4170              442              1620      60.6
6_report             443               4170              420              1550      60.6
## layout by cell type (no fill, tap or decap), types with 7 or more instances in the layout
master / Yosys / layout
sky130_fd_sc_hd__nand3_1: 10 / 10
sky130_fd_sc_hd__nor2_1: 24 / 24
sky130_fd_sc_hd__clkbuf_8: 0 / 11
sky130_fd_sc_hd__o21ai_0: 13 / 13
sky130_fd_sc_hd__mux2i_1: 7 / 7
sky130_fd_sc_hd__clkdlybuf4s50_1: 0 / 29
sky130_fd_sc_hd__nor3_1: 9 / 9
sky130_fd_sc_hd__inv_1: 16 / 15
sky130_fd_sc_hd__dfrtp_1: 79 / 79
sky130_fd_sc_hd__nand2_1: 18 / 18
sky130_fd_sc_hd__and2_1: 7 / 7
sky130_fd_sc_hd__mux2_2: 32 / 32
No activity file was given, so power comes from the tool's default toggle rates.
